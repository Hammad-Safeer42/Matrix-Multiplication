## ./config.mk

```make
export PLATFORM = sky130hd
export DESIGN_NAME = ireg
export DESIGN_NICKNAME = ireg
export VERILOG_FILES = /design/flow/design.v
export SDC_FILE = /design/flow/constraint.sdc
export NUM_CORES = 4
export LEC_CHECK = 1
export CORE_UTILIZATION = 50
```

## ./constraint.sdc

```tcl
current_design ireg

set clk_period 5.5
set clk_io_pct 0.2

create_clock -name clk0 -period $clk_period [get_ports {clk}]

set non_clock_inputs [all_inputs -no_clocks]
set_input_delay [expr $clk_period * $clk_io_pct] -clock clk0 $non_clock_inputs
set_output_delay [expr $clk_period * $clk_io_pct] -clock clk0 [all_outputs]
```

## ./design.v

```verilog
module ireg (
    input logic clk,
    input logic rst_n,
    input logic write,
    input logic [7:0] data_in,
    input logic [4:0] addr_in,
    output logic [7:0] data_out_1,
    output logic [7:0] data_out_2,
    output logic [7:0] data_out_3,
    output logic [7:0] data_out_4,
    input logic [4:0] addr_out_1,
    input logic [4:0] addr_out_2,
    input logic [4:0] addr_out_3,
    input logic [4:0] addr_out_4
    );
    logic [7:0] registers [0:31];
  assign data_out_1 = registers[addr_out_1];
  assign data_out_2 = registers[addr_out_2];
  assign data_out_3 = registers[addr_out_3];
  assign data_out_4 = registers[addr_out_4];
  always_ff @(posedge clk) begin
    if (!rst_n) begin
      for(int i = 0; i < 32; i++) begin
        registers[i] <= 0;
      end
    end else begin	
      if(write) begin
        registers[addr_in] <= data_in;
      end
    end
  end
endmodule
module rom(
    input logic [3:0] in_addr,
    input logic sel_upper,
    output logic [6:0] out_data
);
    logic [13:0] sel_word;
    always_comb begin
        case(in_addr)
            0: sel_word = 14'b00000110010110;
            1: sel_word = 14'b11110011111111;
            2: sel_word = 14'b00010000000011;
            3: sel_word = 14'b00000010000010;
            4: sel_word = 14'b00010001111101;
            5: sel_word = 14'b00000100000100;
            6: sel_word = 14'b11110000000110;
            7: sel_word = 14'b00000010000010;
            8: sel_word = 14'b00100100101000;
            9: sel_word = 14'b00000110000010;
            10: sel_word = 14'b00100000001001;
            11: sel_word = 14'b00000010000010;
            12: sel_word = 14'b00000010001010;
            13: sel_word = 14'b00001000000000;
            14: sel_word = 14'b00000100001100;
            default: sel_word = 14'b00000010000010;
        endcase 
        if(~sel_upper) begin  
            out_data = sel_word[13:7];
        end else begin
            out_data = sel_word[6:0];
        end
    end
endmodule
module mul(
  input logic [7:0] in_data,
  input logic [6:0] in_coeff,
  output logic [14:0] out_data
);
  assign out_data = in_data * in_coeff;
endmodule
module mac_unit(
  input logic [14:0] in_data,
  input logic clk,
  input logic rst_n,
  input logic en,
  output logic [17:0] out_data
);
  logic [17:0] acc_reg;
  always_ff @(posedge clk) begin
    if(!rst_n) begin
      acc_reg <= 0;
    end else begin
      if(en) begin
        acc_reg <= acc_reg + in_data;
      end
    end
  end
  assign out_data = acc_reg;
endmodule
module ram_mux(
    input logic [17:0] in_data_1,
    input logic [17:0] in_data_2,
    input logic [17:0] in_data_3,
    input logic [17:0] in_data_4,
    input logic [1:0] select,
    output logic [17:0] out_data
);
    always_comb begin
        case(select)
            2'b00 : out_data = in_data_1;
            2'b01 : out_data = in_data_2;
            2'b10 : out_data = in_data_3;
            default : out_data = in_data_4;
        endcase
    end
endmodule
module output_logic(
    input logic clk,
    input logic rst_n,
    input logic [31:0] in_data,
    input logic sel_upper,
    output logic [8:0] out_data
);
    logic [8:0] output_buffer;
    always_comb begin
        if(sel_upper) begin
            out_data = output_buffer;
        end
        else begin
            out_data = in_data[8:0];
        end
    end
    always_ff @(posedge clk) begin
        if(!rst_n) begin
            output_buffer <= 0;
        end
        else begin
            output_buffer <= in_data[17:9];
        end
    end
endmodule
module calc_asmd(
    input logic clk,
    input logic rst_n,
    input logic start,
    input logic read,
    input logic [4:0] in_addr,
    output logic finish,
    output logic mac_en,
    output logic mac_rst_n,
    output logic [4:0] to_ireg_read_addr_1,
    output logic [4:0] to_ireg_read_addr_2,
    output logic [4:0] to_ireg_read_addr_3,
    output logic [4:0] to_ireg_read_addr_4,
    output logic [4:0] to_ireg_write_addr,
    output logic to_ireg_write_en,
    output logic [3:0] to_rom_read_addr,  
    output logic to_rom_sel_second,
    output logic [8:0] to_ram_addr,
    output logic to_ram_write_en,
    output logic [1:0] to_mux_select,
    output logic sel_upper
);
    typedef enum {idle, input_data, calc_collumn, write_collumn, read_first, read_second} state_type;
    state_type current_state, next_state;
    logic [4:0] ram_base_addr,ram_base_addr_next;   
    logic [4:0] input_counter,input_counter_next;   
    logic [2:0] calc_col_counter,calc_col_counter_next;  
    logic [4:0] ireg_read_counter,ireg_read_counter_next;  
    logic [1:0] write_col_counter,write_col_counter_next;  
    logic [1:0] calc_total_counter,calc_total_counter_next;  
    logic [3:0] read_counter, read_counter_next;
    always_ff @(posedge clk) begin
        if (!rst_n) begin
            current_state <= idle;
            ram_base_addr <= 0;
            input_counter <= 0;
            calc_col_counter <= 0;
            ireg_read_counter <= 0;
            write_col_counter <= 0;
            calc_total_counter <= 0;
            read_counter <= 0;
        end else begin	
            current_state <= next_state;
            ram_base_addr <= ram_base_addr_next;
            input_counter <= input_counter_next;
            calc_col_counter <= calc_col_counter_next;
            ireg_read_counter <= ireg_read_counter_next;
            write_col_counter <= write_col_counter_next;
            calc_total_counter <= calc_total_counter_next;
            read_counter <= read_counter_next;
        end
    end
    always_comb begin
        next_state = current_state;
        case(current_state)
            input_data: begin
                if(input_counter == 31) begin
                    next_state = calc_collumn;
                end
            end
            calc_collumn: begin
                if(calc_col_counter == 7) begin
                    next_state = write_collumn;
                end
            end
            write_collumn: begin
                if(write_col_counter == 3) begin
                    if(calc_total_counter == 3) begin
                        next_state = idle;
                    end else begin
                        next_state = calc_collumn;
                    end
                end
            end
            read_first: begin
                next_state = read_second;
            end
            read_second: begin
                next_state = read_first;
                if(read_counter == 0) begin  
                    next_state = idle;
                end
            end 
            default: begin  
                if(start) begin
                    next_state = input_data;
                end else begin
                    if(read) begin
                        next_state = read_first;
                    end
                end
            end
        endcase
    end
    assign to_rom_sel_second = calc_col_counter[0];
    assign to_mux_select = write_col_counter;
    assign to_rom_read_addr = {calc_total_counter,calc_col_counter[2:1]};
    always_comb begin
        finish = 0;
        to_ireg_read_addr_1 = 0;
        to_ireg_read_addr_2 = 0;
        to_ireg_read_addr_3 = 0;
        to_ireg_read_addr_4 = 0;
        to_ireg_write_addr = 0;
        to_ireg_write_en = 0;
        mac_en = 0;
        mac_rst_n = 1;
        to_ram_write_en = 0;
        sel_upper = 0; 
        to_ram_addr = 0; 
        case(current_state)
            input_data: begin
                to_ireg_write_addr = input_counter;
                to_ireg_write_en = 1;
            end
            calc_collumn: begin
                to_ireg_read_addr_1 = ireg_read_counter;
                to_ireg_read_addr_2 = ireg_read_counter +1;
                to_ireg_read_addr_3 = ireg_read_counter +2;
                to_ireg_read_addr_4 = ireg_read_counter +3;
                mac_en = 1;
            end
            write_collumn: begin
                to_ram_addr = {ram_base_addr,calc_total_counter,write_col_counter};
                to_ram_write_en = 1;
                if(write_col_counter == 3) begin
                    mac_rst_n = 0;
                    if(calc_total_counter == 3) begin
                        finish = 1;
                    end
                end
            end
            read_first: begin
                to_ram_addr = {ram_base_addr,read_counter};
            end
            read_second: begin
                to_ram_addr = {ram_base_addr,read_counter};
                sel_upper = 1;
            end  
            default: begin  
              	if(start) begin
                	to_ireg_write_en = 1;
                end else begin
                    if(read == 1) begin
                        to_ram_addr = {in_addr,4'b0000};
                    end
                end
            end
        endcase
    end
    always_comb begin
        ram_base_addr_next = ram_base_addr;
        input_counter_next = input_counter;
        calc_col_counter_next = calc_col_counter;
        ireg_read_counter_next = ireg_read_counter;
        write_col_counter_next = write_col_counter;
        calc_total_counter_next = calc_total_counter;
        read_counter_next = read_counter;
        case(current_state)
        input_data: begin
            input_counter_next = input_counter+1;
            if(input_counter == 31) begin
                calc_col_counter_next = 0;
                ireg_read_counter_next = 0;
            end
        end
        calc_collumn: begin
            calc_col_counter_next = calc_col_counter +1;
            ireg_read_counter_next = ireg_read_counter +4;
            if(calc_col_counter == 7) begin
                write_col_counter_next = 0;
            end
        end
        write_collumn: begin
            write_col_counter_next = write_col_counter +1;
            if(write_col_counter == 3) begin
                calc_col_counter_next = 0;
                calc_total_counter_next = calc_total_counter +1;
            end
        end
        read_first: begin
            read_counter_next = read_counter + 1;
        end
        read_second: begin
        end
        default: begin  
            input_counter_next = 0;
            calc_total_counter_next = 0;
            if(start) begin
                input_counter_next = 1;
                ram_base_addr_next = in_addr;
            end else begin
                if(read) begin
                    ram_base_addr_next = in_addr;
                end
            end
        end
    endcase
    end
endmodule
module mm_top(
    input logic clk,
    input logic rst,
    input logic read,
    input logic start,
    input logic [7:0] in_data,
    input logic [4:0] ram_slot,
    output logic finish,
    output logic [8:0] out_data
);
    logic ireg_write_en;
    logic [4:0] ireg_write_addr;
    logic [7:0] ireg_data_out_1;
    logic [7:0] ireg_data_out_2;
    logic [7:0] ireg_data_out_3;
    logic [7:0] ireg_data_out_4;
    logic [4:0] ireg_read_addr_1;
    logic [4:0] ireg_read_addr_2;
    logic [4:0] ireg_read_addr_3;
    logic [4:0] ireg_read_addr_4;
    logic [14:0] mul_output_1;
    logic [14:0] mul_output_2;
    logic [14:0] mul_output_3;
    logic [14:0] mul_output_4;
    logic [17:0] mac_out_1;
    logic [17:0] mac_out_2;
    logic [17:0] mac_out_3;
    logic [17:0] mac_out_4;
    logic mac_rst_n;
    logic mac_en;
    logic [1:0] ram_mux_select;
    logic [17:0] ram_mux_out;
    logic from_asmd_mac_rst_n;
    logic [3:0] rom_read_addr;
    logic [8:0] ram_addr;
    logic ram_write_en;
    logic [31:0] ram_read_data;
    logic [8:0] ram_read_addr; 
    logic read_sel_upper;
    logic [6:0] rom_coeff;
    logic rom_sel_upper;
    logic rst_n;
    assign rst_n = ~rst;
RM_IHPSG13_1P_512x32_c2_bm_bist ram_block(
    .A_ADDR(ram_addr),
    .A_DIN({14'b000000_00000000,ram_mux_out}),
  	.A_BM('hffffffff),
  	.A_MEN(1'b1),	 
    .A_WEN(ram_write_en),	 
  	.A_REN(1'b1),	 
    .A_CLK(clk),	 
  	.A_DLY(1'b0),	 
    .A_DOUT(ram_read_data),
    .A_BIST_EN(1'b0),
  	.A_BIST_ADDR(9'b0000_0000_0),
  	.A_BIST_DIN('h00000000),
  	.A_BIST_BM('h00000000),
    .A_BIST_MEN(1'b0),
    .A_BIST_WEN(1'b0),
    .A_BIST_REN(1'b0),
    .A_BIST_CLK(1'b0)
);
ireg input_register(
    .clk(clk),
    .rst_n(rst_n),
    .write(ireg_write_en),
    .data_in(in_data),
    .addr_in(ireg_write_addr),
    .data_out_1(ireg_data_out_1),
    .data_out_2(ireg_data_out_2),
    .data_out_3(ireg_data_out_3),
    .data_out_4(ireg_data_out_4),
    .addr_out_1(ireg_read_addr_1),
    .addr_out_2(ireg_read_addr_2),
    .addr_out_3(ireg_read_addr_3),
    .addr_out_4(ireg_read_addr_4)
);
rom rom_1(
    .in_addr(rom_read_addr),
    .sel_upper(rom_sel_upper),
    .out_data(rom_coeff)
);
mul mul_1(
    .in_data(ireg_data_out_1),
    .in_coeff(rom_coeff),
    .out_data(mul_output_1)
);
mul mul_2(
    .in_data(ireg_data_out_2),
    .in_coeff(rom_coeff),
    .out_data(mul_output_2)
);
mul mul_3(
    .in_data(ireg_data_out_3),
    .in_coeff(rom_coeff),
    .out_data(mul_output_3)
);
mul mul_4(
    .in_data(ireg_data_out_4),
    .in_coeff(rom_coeff),
    .out_data(mul_output_4)
);
mac_unit mac_1(
    .clk(clk),
    .rst_n(mac_rst_n),
    .in_data(mul_output_1),
    .out_data(mac_out_1),
    .en(mac_en)
);
mac_unit mac_2(
    .clk(clk),
    .rst_n(mac_rst_n),
    .in_data(mul_output_2),
    .out_data(mac_out_2),
    .en(mac_en)
);
mac_unit mac_3(
    .clk(clk),
    .rst_n(mac_rst_n),
    .in_data(mul_output_3),
    .out_data(mac_out_3),
    .en(mac_en)
);
mac_unit mac_4(
    .clk(clk),
    .rst_n(mac_rst_n),
    .in_data(mul_output_4),
    .out_data(mac_out_4),
    .en(mac_en)
);
assign mac_rst_n = rst_n && from_asmd_mac_rst_n;
ram_mux ram_mux_1(
    .in_data_1(mac_out_1),
    .in_data_2(mac_out_2),
    .in_data_3(mac_out_3),
    .in_data_4(mac_out_4),
    .select(ram_mux_select),
    .out_data(ram_mux_out)
);
output_logic op_logic(
    .clk(clk),
    .rst_n(rst_n),
    .in_data(ram_read_data),
    .sel_upper(read_sel_upper),
    .out_data(out_data)
);
calc_asmd calc_control(
    .clk(clk),
    .rst_n(rst_n),
    .start(start),
    .read(read),
    .in_addr(ram_slot),
    .finish(finish),
    .mac_en(mac_en),
    .mac_rst_n(from_asmd_mac_rst_n),
    .to_ireg_read_addr_1(ireg_read_addr_1),
    .to_ireg_read_addr_2(ireg_read_addr_2),
    .to_ireg_read_addr_3(ireg_read_addr_3),
    .to_ireg_read_addr_4(ireg_read_addr_4),
    .to_ireg_write_addr(ireg_write_addr),
    .to_ireg_write_en(ireg_write_en),
    .to_rom_sel_second(rom_sel_upper),
    .to_rom_read_addr(rom_read_addr),
    .to_ram_addr(ram_addr),
    .to_ram_write_en(ram_write_en),
    .sel_upper(read_sel_upper),
    .to_mux_select(ram_mux_select)
);
endmodule
```

## ./run.sh

```bash
#!/bin/bash
# OpenROAD 26Q1-2900-gdf79404cd8, Yosys 0.63+post, stock flow scripts
make -C /OpenROAD-flow-scripts/flow DESIGN_CONFIG=/design/flow/config.mk WORK_HOME=/design/flow/orfs finish
```

==> flow_summary_export.csv <==
group,metric,value,unit
worst_setup_path,path_cells,"buf_4 > buf_12 > mux4_2 > mux4_2 > mux2_2 > clkdlybuf4s50_1",
synth,synthFlopType,"edfxtp_1",
clocking,cts_tree,"done",
synth,post_synth.cell_area_avg,16.9,um2
finish,reg_top3,"registers (256)",
power,combPwrFrac,0.201,
run,max-cap-violations,0,
drt,vias_per_cell,7.02,
synth,yosys_warnings,1,
worst_setup_path,path_max_fanout,19,
worst_setup_path,end_kind,"output pin",
finish,drive_above_1_share,0.420,
synth,synth.cells.most_frequent,"mux4_2 (320), and2_1 (256), edfxtp_1 (256)",
drt,drt-initial-drc-count,770,
drt,drc_errors,0,
finish,final_cells,1581,
timing,worst_pin_slew,0.912,ns
drt,routed_wl,57.8,mm
run,warning_count,25,
drt,ant_nets,0,
finish,largest_reg_flops,256,
synth,edf_count,256,
die,chipWidth,191,um
clocking,cts_buffer_depth,3,
synth,postSynthSeqShare,0.432,
synth,synth_chip_area,17800,um2
synth,synthCells,1053,
worst_setup_path,critPathRequiredTime,4.40,ns
timing,hold_viol_final,0,
timing,tns,0,ns
global_route,grt_pass1_wl,83.8,mm
power,leakage,6.53,nW
drt,vias,11100,
global_route,antenna_found_initial,0,
synth,synthArstFlopShare,0,
die,die_area,36300,um2
placed_design,place_congestion,1.00,
worst_setup_path,arrival,3.59,ns
clocking,cts_root_buf,"clkbuf_16",
drt,wl_per_cell,36.6,um
global_route,grt_overflow_total,0,
power,p_seq_frac,0.455,
finish,num-fill-cells,2574,
worst_setup_path,start_kind,"input pin",
power,switching_share,0.264,
synth,top_area_frac,0.432,
status,status,"complete, no violations",
worst_setup_path,worst-path-buf-inv,3,
synth,synth.distinct_cells,18,
timing,rsz0062_at_grt,"false",
global_route,grt_pass1_vias,11800,
clocking,post_cts_buffers,0,
finish,final_cell_area,20000,um2
synth,top_cell,"mux4_2",
placed_design,dpl_cell_area,19100,um2
power,p_int,3.90,mW
finish,area_delta_synth_final,12.4,%
synth,yosysTopAreaCell,"edfxtp_1",
placed_design,place_hpwl,42.6,mm
die,fp-utilization,0.511,
power,clkPwrFrac,0.345,
global_route,groute.usage.overall,0.373,
timing,fin_crit,4.69,ns
clocking,hold_buffers,0,
worst_setup_path,crit_path_frequent_cell,"mux4_2",
timing,maxSlewHeadroom,0.388,
timing,slew_viol_final,0,
power,ir_drop,0.282,mV
clocking,cts_sinks,256,
worst_setup_path,critical_path.top_delay_family,"multiplexers",
worst_setup_path,cp_slowest_cell,"mux4_2",
placed_design,dp_cells,1531,
finish,top_register,"registers",
clocking,cts_inserted_buffers,27,
worst_setup_path,crit_type,"input pin to output pin",
min_path,hp-class,"input pin to flip-flop",
timing,fmax,213,MHz
clocking,clkTransAtPathRegs,0.07,ns
power,powerDensity,266,nW/um2
die,core_area,34800,um2
die,die_h,191,um
power,p_sw,1.40,mW
die,io_pins,68,
global_route,grt_max_degree,65,
die,fp-row-count,68,
synth,syn_area,17800,um2
synth,synth-seq-cells,256,
placed_design,port_buffers,67,
timing,setup_viol,0,
timing,finalClockPeriodUsage,0.853,
worst_setup_path,critPathMaxStageDelay,0.56,ns
synth,yosys_cells,1053,
synth,topCellsByArea,"edfxtp_1 (43%), mux4_2 (41%), and2_1 (9.0%), mux2_2 (2.0%), buf_4 (1.0%)",
drt,firstDrtPassIters,5,
clocking,post_cts_resized,0,
clocking,htree_levels,1,
## power groups by stage
stage                 Combinational, mW  Clock (mW)  Sequential [mW]
final                              1.06        1.83             2.41
after global routing               1.11        1.92             2.43
after CTS                          1.06        1.86             2.40
## layout make-up
class                           instances  area (um2)  area share
Clock inverter                         19         199     0.00995
Tap cell                              455         569      0.0285
Clock buffer                           30         687      0.0344
Multi-Input combinational cell        684        9540       0.478
Sequential cell                       256        7690       0.385
Timing Repair Buffer                  136        1300      0.0649
Antenna cell                            1        2.50    0.000125
## logic make-up after synthesis
logic type | count (synthesis) | share of synthesized area
AND-OR/OR-AND | 32 | 0.00901
buffers and inverters | 113 | 0.0309
flip-flops | 256 | 0.432
AND/OR/NAND/NOR | 300 | 0.102
multiplexers | 352 | 0.426
## through the flow
step	hold slack (ns)	setup WS (ns)	utilization	total power, mW
after floorplan	1.30	1.63	-	3.01
after global placement	2.11	0.790	0.549	3.49
after detailed placement	2.12	0.772	0.549	3.48
after CTS	1.55	0.758	0.574	5.31
after global routing	1.59	0.712	0.574	5.46
final	1.56	0.806	0.574	5.31
## layout by cell type, fill, tap and decap left out, types with 4 or more instances in the layout
cell type and instances:
mux4_2 320, clkdlybuf4s50_1 59, o21ai_0 30, buf_4 62
inv_6 4, buf_12 11, mux2_2 32, clkbuf_16 27
edfxtp_1 256, nor2_1 32, clkinv_1 5, buf_2 4
and2_1 256
## path summary, 6_finish.rpt
check                    startpoint               end  slack, ns  cells past startpoint
worst max-delay path  addr_out_3[1]     data_out_3[7]       0.81                      6
worst min-delay path     data_in[1]  registers[13][1]       1.56                      3
## layer usage
metal / vias up / wire [um] / part of all wire / track usage
met5: - / 77 / 0.0013 / 0.0275
met4: 2 / 1250 / 0.022 / 0.0625
met3: 50 / 11200 / 0.19 / 0.299
met2: 872 / 23200 / 0.40 / 0.438
met1: 5681 / 22100 / 0.38 / 0.600
li1: 4495 / - / - / -
Power is estimated from default activity; no workload was simulated.
